==> flow/config.mk <==
export PLATFORM = sky130hd
export DESIGN_NAME = full
export DESIGN_NICKNAME = full
export VERILOG_FILES = /design/flow/design.v
export SDC_FILE = /design/flow/constraint.sdc
export NUM_CORES = 4
export LEC_CHECK = 1
export CORE_AREA = 10 10 70 70
export DIE_AREA = 0 0 80 80
==> flow/constraint.sdc <==
current_design full

set clk_period 1.6
set clk_io_pct 0.2

create_clock -name clk0 -period $clk_period

set non_clock_inputs [all_inputs -no_clocks]
set_input_delay [expr $clk_period * $clk_io_pct] -clock clk0 $non_clock_inputs
set_output_delay [expr $clk_period * $clk_io_pct] -clock clk0 [all_outputs]
==> flow/design.v <==
module half (output s0, s1, input a,b);
	xor (s0, a,b);
	and (s1, a,b);
endmodule  
module full (output [4:0] r, input [3:0] a,b);
 	wire [3:0][1:0] buffer0;
	wire [2:0][1:0] buffer1;
	wire [2:0][1:0] buffer2;
	wire [1:0][1:0] buffer3;
	wire [1:0] buffer4;
 	half H00 (buffer0[0][0], buffer0[0][1], a[0], b[0]);
 	half H01 (buffer0[1][0], buffer0[1][1], a[1], b[1]);
	half H02 (buffer0[2][0], buffer0[2][1], a[2], b[2]);
	half H03 (buffer0[3][0], buffer0[3][1], a[3], b[3]);
	half H10 (buffer1[0][0], buffer1[0][1], buffer0[0][1], buffer0[1][0]);
	half H11 (buffer1[1][0], buffer1[1][1], buffer0[1][1], buffer0[2][0]);
	half H12 (buffer1[2][0], buffer1[2][1], buffer0[2][1], buffer0[3][0]);
	half H20 (buffer2[0][0], buffer2[0][1], buffer1[0][1], buffer1[1][0]);
	half H21 (buffer2[1][0], buffer2[1][1], buffer1[1][1], buffer1[2][0]);
	half H22 (buffer2[2][0], buffer2[2][1], buffer1[2][1], buffer0[3][1]);
	half H30 (buffer3[0][0], buffer3[0][1], buffer2[0][1], buffer2[1][0]);
	half H31 (buffer3[1][0], buffer3[1][1], buffer2[1][1], buffer2[2][0]);
	half H40 (buffer4[0], buffer4[1], buffer3[0][1], buffer3[1][0]);
	buf (r[0], buffer0[0][0]);
	buf (r[1], buffer1[0][0]);
	buf (r[2], buffer2[0][0]);
	buf (r[3], buffer3[0][0]);
	buf (r[4], buffer4[0]);
endmodule  
module G0801;
	reg [3:0] a = 3'b000;
	reg [3:0] b = 3'b000;
	wire [4:0] r;
	full F01 (r, a,b);
	initial
		begin : main
			$display ("\nG0801 -\n");
			$monitor ("%b %b | %b", a, b, r);
			#1 a = 3'b000; b = 3'b001;
			#1 a = 3'b001; b = 3'b000; 
			#1 a = 3'b001; b = 3'b001;
			#1 a = 3'b011; b = 3'b011;
			#1 a = 3'b011; b = 3'b100;
			#1 a = 3'b101; b = 3'b011;
			#1 a = 3'b110; b = 3'b010;
			#1 a = 3'b100; b = 3'b100;
			#1 a = 3'b111; b = 3'b001;
			#1 a = 3'b011; b = 3'b010;
			#1 a = 3'b101; b = 3'b110;
			#1 a = 3'b111; b = 3'b101;
			#1 a = 3'b101; b = 3'b101;
			#1 a = 3'b110; b = 3'b111;
			#1 a = 3'b111; b = 3'b111;
		end  
endmodule  
==> flow/run.sh <==
#!/bin/bash
# OpenROAD 26Q1-2900-gdf79404cd8, Yosys 0.63+post, stock flow scripts
make -C /OpenROAD-flow-scripts/flow DESIGN_CONFIG=/design/flow/config.mk WORK_HOME=/design/flow/orfs finish
==> summary.txt <==
fresh numbers from the pnr run: CP Launch Type=primary input, antenna diode count=0, Hold Slack=1.16 ns, count leader, synth=ha_1, Gate Count Post-Synth=19, IO Count=13, FA/HA/MAJ Cells, Area Fraction=61.5%, Unique cell types=5, switching share of total power=34.3%, status=finished with violations, Flop area=0 um2, flip-flops=0, FMAX=0.465 GHz, synth cell count leaders=ha_1, buf_4, inv_1, first-pass GRT wire length=883 um, # Post-CTS Setup Buffers=0, Top non-seq family=adder cells, Pint=0.0840 mW, Die Ht=80 um, drt total wl=540 um, CORE AREA=3420 um2, pwr dens=305 nW/um2, Setup WS pre-CTS=-1.36 ns, CP arrival=1.83 ns, Mux area share=0%, DRT iter0 DRCs=0, fin crit share=134%, Logic pwr share=100.0%, clock power share=0%, logic area=243 um2, GP Congestion=0.742, Congestion Overflow GR=0, Compound Share, Synth=0%, worst setup slack after layout=-0.551 ns, fp util=5.71%, register share of total power=0%, WL per Instance=7.40 um, failing checks=setup timing, Die Area=6400 um2, Rows=21, ys cells=19, mapped cell area=195 um2, Die Wd=80 um, Simple-Gate Area Share=0%, HPWL after DPL=487 um, initial antenna violation count=0, vias per cell=1.97, Lkg Pwr=0.162 nW, fin. max-slew vios=0, Hold Path Depth=5, worst endpoint required time=1.28 ns, YS chip area=195 um2, RSZ-0062 raised after global routing=true, DRC viols=0, Detail Route Antenna Nets=0, Top cells by area=ha_1, buf_4, xnor3_1, final hold vios=0, total negative slack=-0.965 ns, Max-cap violations=0, Syn Area/Cell=10.3 um2, # port buffers=13, tool warnings=35, kind of end point of the critical path=output port, vias in the first global route=194, sw power=0.0438 mW, Peak VDD IR=0.0000869 V, sequential element share of the synthesized area=0%, final setup fails=2, drt first pass iters=1, Area leader share=51.3%, area leader, netlist=ha_1, Rel. slew slack=93.9%, largest net degree at the start of global routing=2, P&R area growth vs syn=115%, layout cells sized above 1=70.4%, FILL cells=396, Worst-Margin Slew=0.0906 ns, kind of critical path=in2out, Synth Area in XOR/XNOR=11.5%, Final min period=2.15 ns, via count=144, Synth warnings=0, worst hold path type=in2out, CP Max Fanout=1, Total GRT Usage=1.71%, clock buffers=0
==> metal layers <==
metal	GRT usage, %	up-vias	share of wire [%]
met5	0	-	0
met4	0	0	0
met3	1.48	0	23
met2	2.25	12	32
met1	2.19	59	44
li1	-	73	-
==> power groups by stage <==
stage | combinational [mW] | clock [mW] | sequential (mW)
CTS | 0.134 | 0 | 0
global route | 0.147 | 0 | 0
finish | 0.128 | 0 | 0
==> layout make-up <==
type	count	area share, %
multi-input cells	10	57.9
repair buffers	13	24.8
well taps	46	13.7
inverters	4	3.58
==> per-stage QoR <==
stage / util, % / power (mW) / area [um2] / cells
after floorplan: - / 0.0588 / 208 / 19
after global placement: 10.5 / 0.104 / 358 / 73
after detailed placement: 10.5 / 0.107 / 358 / 73
after global routing: 12.3 / 0.147 / 419 / 73
final: 12.3 / 0.128 / 419 / 73
after CTS: 12.6 / 0.134 / 430 / 73
==> critical path, cell delays in order <==
cell and delay [ns]:
dlygate4sd2_1 0.19, inv_1 0.05, fa_1 0.52, inv_2 0.05
ha_4 0.26, ha_4 0.11, xnor3_1 0.20, buf_2 0.12
==> cells in the final DEF, fill, tap and decap left out <==
cell type / instances
fa_1: 1
clkdlybuf4s50_1: 1
xnor3_1: 1
buf_8: 1
buf_6: 2
buf_2: 3
inv_2: 2
inv_1: 2
ha_4: 8
clkbuf_2: 3
dlygate4sd2_1: 3
==> cell families (layout without fill, tap and decap cells) <==
logic type                 after synthesis  in the layout
adders and majority gates                9              9
xor gates and xnor gates                 1              1
buffers and inverters                    9             17
==> path summary, 6_finish.rpt <==
kind / from / slack (ns) / endpoint
setup / recovery: a[3] / -0.55 / r[4]
hold / removal: b[2] / 1.16 / r[2]
==> repair_timing <==
action | CTS | global route
pin swaps | 7 | 4
hold buffers | 0 | 0
endpoints found under the setup margin | 5 | 4
resized | 47 | 4
No activity file was given, so power comes from the tool's default toggle rates.
